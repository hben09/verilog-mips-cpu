==> flow/design.v <==
`timescale 1ns / 1ps
module memory2(clk, mem_read, mem_write, address, data_in, data_out);
   input  clk, mem_read, mem_write;
   input [31:0] address, data_in;
   output [31:0] data_out;
   integer       i;
   reg [31:0]    mem_array [0:127];
   initial begin
      for (i=0; i<128; i=i+1)
        mem_array[i] <= i;
   end
   always @(posedge clk)
     begin
        if(mem_write)
          mem_array[address] <= data_in;
     end
   assign data_out = mem_array[address];
endmodule
==> flow/run.sh <==
#!/bin/bash
# OpenROAD 26Q1-2900-gdf79404cd8, Yosys 0.63+post, stock flow scripts
make -C /OpenROAD-flow-scripts/flow DESIGN_CONFIG=/design/flow/config.mk WORK_HOME=/design/flow/orfs finish
==> flow/config.mk <==
export PLATFORM = sky130hd
export DESIGN_NAME = memory2
export DESIGN_NICKNAME = memory2
export VERILOG_FILES = /design/flow/design.v
export SDC_FILE = /design/flow/constraint.sdc
export NUM_CORES = 4
export LEC_CHECK = 1
export CORE_UTILIZATION = 30
==> flow/constraint.sdc <==
current_design memory2

set clk_period 63.8
set clk_io_pct 0.2

create_clock -name clk0 -period $clk_period [get_ports {clk}]

set non_clock_inputs [all_inputs -no_clocks]
set_input_delay [expr $clk_period * $clk_io_pct] -clock clk0 $non_clock_inputs
set_output_delay [expr $clk_period * $clk_io_pct] -clock clk0 [all_outputs]
==> reports/results.ini <==
[power_and_ir_drop]
p_leak_nw=54.8
total_power_mw=5.69
irDropWorstVdd_mv=0.0228
power_density_nw_per_um2=31.4

[routing]
vias=93179
route.detailed.drc=0
viasPerCell=5.63
drt_iter0_markers=7335
drt_first_pass_iters=6
post_drt_wl_per_cell_um=33.4
totalWireLength_mm=554
ant_nets=0

[cells_and_area]
drive_gt1_frac=0.175
largest_reg_flops=4096
regArea_um2=123000
postLayoutCoreUtil=0.348
nFillCells=47946
mi_logic_area_um2=31600
area_growth_pct=15.7
most-common-layout-cells=4096 x edfxtp_1, 847 x a221oi_1, 539 x buf_4
largest-register=mem_array
largestRegisters=mem_array: 4096 flops
lay_top_count=edfxtp_1

[placed_design]
dp_slack_ps=32380
dp_hpwl_mm=330
port_buffers=72
gp_congestion=0.974

[die]
die_y_um=725
pin_count=99
fp_util=0.301
die_width_um=725
dieArea_um2=525000
core_um2=520000
rows=265

[worst_setup_path]
crit_buf_inv=7
cpMostUsedCell=buf_4
crit_fanout=95
crit_path_end_kind=primary output
cp_data_arrival_time_ps=19020
timing_worst_setup_path_type=primary input to primary output
required_ps=51040
slowest_delay_ps=920
startpoint_type=primary input
worst_path_dominant_cell_family=buffers and inverters
critical_path.cell_chain=buf_8, buf_4, nor2b_4, buf_12, buf_4, buf_4, buf_4, a221oi_1, o22ai_1, a221oi_1, o22ai_1, or4_1, clkdlybuf4s50_1
cpMaxStageDelayCell=o22ai_1

[clocking]
cts.sinks=4096
cts_made_buffers=420
postCtsResizedCells=0
cts_root_buffer=clkbuf_16
ctsHoldBuffers=0
cts_tree=yes
cts_buffer_depth=4
clk_pin_slew_ps=60
postCtsSetupBuffers=0
h-tree-depth=5

[global_route]
grt_busiest_layer=met2
grt_pass1_vias=95551
use_met1=0.216
antenna_found_initial=55
track_usage=0.221
met3_usage=0.212
use_met2=0.303
grt_start_max_net_pins=96
grt_pass1_wl_mm=759
grt_overflow=0

[synth]
flop_cell=edfxtp_1
yosys_area_um2=157000
synth.distinct_cells=75
syn_inst=8922
syn_area_per_cell_um2=17.6
ys_seq_frac=0.785
ys_warn_count=1
ys_cells=8922
synth-edff-count=4096
ys_seq_elements=4096
syn_area_um2=157000
synthArstFlopShare=0

[final_timing]
hold_violations=0
setup_viol=0
rsz0062_at_grt=false
relSlewSlack=0.0454
finalMaxSlewViolations=0
period_needed_ps=31780
tns_ps=0
clock.fmax_mhz=31.5
setup_ws_ps=32020
tightest_slew_ps=1420
timing.final.crit_share=0.498

[min_path]
holdCritPathClass=primary input to flip-flop

[run_status]
outcome=finished, final reports clean

[run]
cap_violations=0
warnings=52

## cells in the mapped netlist (all sizes together) (15+ instances only)
| master | count | area (µm²) |
|---|---|---|
| edfxtp | 4096 | 123000 |
| a221oi | 847 | 7420 |
| a22oi | 468 | 3510 |
| a21oi | 425 | 2130 |
| buf | 403 | 1930 |
| o21ai | 326 | 1630 |
| clkbuf | 324 | 1220 |
| nor2 | 291 | 1090 |
| mux2 | 279 | 3140 |
| nand2 | 241 | 905 |
| o22ai | 170 | 1060 |
| mux2i | 127 | 1270 |
| nor2b | 108 | 676 |
| mux4 | 70 | 1580 |
| a221o | 64 | 641 |
| o221ai | 49 | 429 |
| a222oi | 44 | 440 |
| a211oi | 43 | 323 |
| a22o | 43 | 377 |
| nor3 | 43 | 215 |
| nand3b | 31 | 233 |
| o22a | 31 | 272 |
| nand3 | 27 | 135 |
| o2bb2ai | 25 | 219 |
| nand2b | 22 | 138 |
| a31oi | 21 | 131 |
| a211o | 19 | 166 |
| o2111ai | 17 | 149 |
| o211ai | 17 | 128 |
| or2 | 16 | 100 |
| a21o | 15 | 113 |
## worst paths after layout
kind	from	end	slack [ps]	depth (start not counted)
worst max-delay path	address[2]	data_out[20]	32020	13
worst min-delay path	data_in[15]	mem_array[36][15]	12090	1
## where the power goes
| part | switching [mW] | total, mW | internal [mW] |
|---|---|---|---|
| Combinational | 0.276 | 0.366 | 0.0902 |
| Sequential | 0.00211 | 2.97 | 2.97 |
| Clock | 1.02 | 2.35 | 1.33 |
| Total | 1.30 | 5.69 | 4.39 |
## metal layers
metal	wire, µm	part of all wire
met1	164000	0.30
met5	3580	0.0065
met4	31900	0.058
met2	236000	0.43
met3	119000	0.21
## metrics by stage
stage          instance area [µm²]  hold slack (ps)  cells
2_1_floorplan               157000            12860   8922
3_3_place_gp                168000            13100  15730
3_5_place_dp                168000            13110  15730
4_1_cts                     181000            12070  16485
5_1_grt                     181000            12110  16537
6_report                    181000            12090  16561
## cell type report
cell class                      instances  share of cell area
Sequential cell                      4096               0.679
Antenna cell                           76             0.00105
Multi-Input combinational cell       4092               0.175
Inverter                                7            0.000283
Tap cell                             6942              0.0479
Clock inverter                        227              0.0101
Clock buffer                          528              0.0613
Timing Repair Buffer                  593              0.0260
## logic make-up (layout without fill, tap and decap cells)
family / Yosys count / count (layout) / synth area share
compound gates: 2731 / 2731 / 0.129
simple gates: 885 / 885 / 0.0274
mux: 476 / 476 / 0.0382
other cells: 0 / 76 / 0
buf+inv: 734 / 1355 / 0.0203
flops: 4096 / 4096 / 0.785
Power figures rest on the tool's default switching activity, not on a simulated workload.
