[./run.sh]
#!/bin/bash
# OpenROAD 26Q1-2900-gdf79404cd8, Yosys 0.63+post, stock flow scripts
make -C /OpenROAD-flow-scripts/flow DESIGN_CONFIG=/design/flow/config.mk WORK_HOME=/design/flow/orfs finish
[./config.mk]
export PLATFORM = sky130hd
export DESIGN_NAME = alu
export DESIGN_NICKNAME = alu
export VERILOG_FILES = /design/flow/design.v
export SDC_FILE = /design/flow/constraint.sdc
export NUM_CORES = 4
export LEC_CHECK = 1
export CORE_UTILIZATION = 50
[./constraint.sdc]
current_design alu

set clk_period 23.8
set clk_io_pct 0.2

create_clock -name clk0 -period $clk_period

set non_clock_inputs [all_inputs -no_clocks]
set_input_delay [expr $clk_period * $clk_io_pct] -clock clk0 $non_clock_inputs
set_output_delay [expr $clk_period * $clk_io_pct] -clock clk0 [all_outputs]
[./design.v]
`timescale 1ns / 1ps
module alu(a, b, aluop, shamt,  result, hi, lo);
   input signed    [31:0]    a, b;
   input [3:0]               aluop;
   input [4:0]               shamt;
   output signed [31:0]      result, hi, lo;
   reg [31:0]                result, hi, lo;
   always @(a or b or aluop or shamt)
     begin
        lo = 0;
        hi = 0;
        result = 0;
        case (aluop)
          4'b0000:    result = a & b;           
          4'b0001:    result = a | b;           
          4'b0010:    result = a+b;             
          4'b0011:    result = b << shamt;      
          4'b0100:    result = b >> shamt;      
          4'b0101:    result = b << 16;         
          4'b0110:    result = a-b;             
          4'b0111:             
            if (a < b)
              result = 1;
            else
              result = 0;
          4'b1000:    begin                 
             {hi,lo} = a*b;
          end
          default:     result = 0;
        endcase
     end
endmodule
==> run_results.csv <==
group,metric,value,unit
route,vias,35800,
final_timing,post-route-period-util,81.4,%
floorplanning,core.rowCount,107,
setup_path,criticalPathCategory,"in2out",
worst_hold_path,hold_path.class,"in2out",
floorplanning,fp_util,50.5,%
grt,met3_usage,18.8,%
power,vdd_drop_max,1980,µV
setup_path,max_stage_delay,0.79,ns
power,p_switching,0.0170,W
synth,synth_cell_types,98,
cells_and_area,flop_area,0,µm²
setup_path,cp-start-kind,"input pin",
power,swShare,60.6,%
power,p_leak,22.8,nW
synth,syn_inst,5031,
route,totalWireLength,164000,µm
setup_path,cp_common_cell,"fa_1",
grt,grt_max_degree,53,
grt,grt_util_met1,56.6,%
synth,ys_seq_share,0,%
run,maxCapViolations,0,
final_timing,timing.fmax,51.6,MHz
grt,antenna_found_initial,5,
status,status,"finished, final reports clean",
cells_and_area,postLayoutCoreUtil,54.1,%
grt,grt_busiest_layer,"met2",
final_timing,setup_ws,4.44,ns
final_timing,worstMarginPinSlew,1.24,ns
power,intPower,0.0110,W
grt,gr-total-overflow,0,
route,dr.first_iter.drc_count,1986,
cts,post_cts_buffers,0,
setup_path,path_delay_family,"adder cells",
floorplanning,fp.dieW,295,µm
floorplanning,die_h,295,µm
floorplanning,chipArea,0.0873,mm²
grt,track_usage,42.2,%
cells_and_area,final_cells,6207,
placement,dp_hpwl,131000,µm
final_timing,drv_slew,0,
setup_path,cp.required,19.04,ns
synth,yosysChipArea,0.0431,mm²
final_timing,hold_viol_final,0,
final_timing,period_needed,19.36,ns
floorplanning,core_area,0.0853,mm²
grt,use_met2,61.4,%
synth,ys_cells,5031,
final_timing,fin_tns_setup,0,ns
synth,synth.cell_area,0.0431,mm²
floorplanning,ios,169,
cells_and_area,flops,0,
final_timing,rsz0062_at_grt,"no",
grt,first_global_vias,37700,
setup_path,cp_max_fo,18,
route,drtPass1Iterations,7,
final_timing,relSlewSlack,16.5,%
route,ant_nets,0,
cts,ctsHoldBuffers,0,
cts,cts_resized,0,
placement,port_buffers,169,
setup_path,cp-end-kind,"output pin",
setup_path,arrival,14.60,ns
setup_path,crit_path_top_delay_cell,"clkinv_1",
power,power.density,607,mW/mm²
placement,dp_cells,6203,
placement,post-place-ws,4.43,ns
final_timing,finalSetupViolCount,0,
synth,yosysWarnings,1,
route,wl_per_cell,26.4,µm
synth,synth.avg_cell_area,8.56,µm²
final_timing,hold_ws,10.67,ns
route,drc,0,
setup_path,cp.buffers_inverters,7,
cells_and_area,clkbuf_count,0,
placement,gp_congestion,1.04,
cells_and_area,drive_gt1_share,4.80,%
grt,grt_pass1_wl,246000,µm
route,viasPerCell,5.77,
cells_and_area,area_growth,7.23,%
run,tool_warnings,97,
-- metal layers --
layer | wire (µm) | part of all wire (%)
met5 | 0 | 0
met2 | 74300 | 45
met3 | 20500 | 12
met4 | 10500 | 6.4
met1 | 58600 | 36
-- final timing paths --
path	endpoint	depth (start not counted)	start
setup / recovery	hi[31]	26	a[9]
hold / removal	result[29]	6	aluop[2]
-- cell usage after synthesis (21+ instances only) --
cell	instances	area (µm²)
nand2b_1	24	150
o21ai_0	96	480
nor2_1	720	2700
nor3_1	32	160
a21o_1	57	428
nand3_1	25	125
buf_2	22	110
mux2i_1	70	701
a22oi_1	28	210
xor2_1	27	236
a21oi_1	152	761
nand4_1	28	175
inv_1	1044	3920
xnor2_1	58	508
mux4_2	40	901
o21a_1	23	173
nand2_1	579	2170
clkbuf_1	191	717
clkinv_1	25	93.8
buf_1	67	251
ha_1	281	3520
or3_1	21	131
fa_1	1084	21700
o211ai_1	35	263
-- placed cells by master, fill, tap and decap left out, types with 15 or more instances in the layout --
cell type / n
a21o_1: 57
a21oi_1: 152
a22oi_1: 28
a31oi_1: 15
and2_1: 15
and3_1: 15
buf_4: 148
clkdlybuf4s50_1: 166
clkinv_1: 25
fa_1: 1084
ha_1: 281
inv_1: 1044
mux2i_1: 70
mux4_2: 40
nand2_1: 579
nand2b_1: 24
nand3_1: 24
nand4_1: 28
nor2_1: 720
nor3_1: 32
o211ai_1: 35
o21a_1: 23
o21ai_0: 96
o21bai_1: 20
o22ai_1: 16
or3_1: 21
xnor2_1: 58
xor2_1: 27
-- tightest hold or removal path, stage by stage --
cell and delay (ns):
buf_2 0.10, buf_4 0.30, nand3_1 0.14, nor2_1 0.04
o21bai_1 0.15, clkdlybuf4s50_1 0.41
-- area by class of cell --
cell class / instances / area (µm²)
fill: 8117 / 39100
multi-input combinational: 3670 / 37900
inverter: 1073 / 4030
timing repair buffer: 316 / 2780
tap: 1144 / 1430
antenna: 4 / 10.0
-- kinds of logic after synthesis --
logic type,after synthesis,share of synthesized area (%)
compound gates,580,9.17
simple gates,1522,14.6
xor+xnor,85,1.73
buf+inv,1361,12.0
mux,118,3.93
fa+ha+maj,1365,58.6
-- per-stage QoR --
stage                     area, µm²  power [W]
after floorplan               43100     0.0199
after global placement        46200     0.0280
after detailed placement      46200     0.0276
after CTS                     46200     0.0279
after global routing          46200     0.0312
final                         46200     0.0280
No activity file was given, so power comes from the tool's default toggle rates.
