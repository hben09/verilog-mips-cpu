==> design/flow/design.v <==
`timescale 1ns / 1ps
module RegFile(clk, reset, WriteData, WriteRegister, RegWrite, ReadReg1, ReadReg2,
               ReadData1, ReadData2);
   output [31:0] ReadData1, ReadData2;
   reg [31:0]    ReadData1, ReadData2;
   input         reset;
   input [31:0]  WriteData;
   input [4:0]   WriteRegister, ReadReg1, ReadReg2;
   input         RegWrite, clk;
   integer       i;
   reg [31:0]    Reg_File[31:0];  
   always @(ReadReg1 or ReadReg2 or WriteRegister or WriteData)
     begin
        ReadData1 = Reg_File[ReadReg1];
        ReadData2 = Reg_File[ReadReg2];
        if (ReadReg1 == WriteRegister && (ReadReg1 != 0) )
          ReadData1 = WriteData;
        if (ReadReg2 == WriteRegister && (ReadReg2 != 0) )
          ReadData2 = WriteData;
     end
   always @(posedge clk)
     begin
        if (reset) 
          begin
             for (i=0; i<32; i=i+1)
               Reg_File[i] <= 0;
          end
        else if (RegWrite)
          begin
             if (WriteRegister != 32'd0)
               Reg_File[WriteRegister] <= WriteData;
          end
     end
endmodule
==> design/flow/run.sh <==
#!/bin/bash
# OpenROAD 26Q1-2900-gdf79404cd8, Yosys 0.63+post, stock flow scripts
make -C /OpenROAD-flow-scripts/flow DESIGN_CONFIG=/design/flow/config.mk WORK_HOME=/design/flow/orfs finish
==> design/flow/config.mk <==
export PLATFORM = sky130hd
export DESIGN_NAME = RegFile
export DESIGN_NICKNAME = RegFile
export VERILOG_FILES = /design/flow/design.v
export SDC_FILE = /design/flow/constraint.sdc
export NUM_CORES = 4
export LEC_CHECK = 1
export CORE_UTILIZATION = 40
==> design/flow/constraint.sdc <==
current_design RegFile

set clk_period 17.9
set clk_io_pct 0.2

create_clock -name clk0 -period $clk_period [get_ports {clk}]

set non_clock_inputs [all_inputs -no_clocks]
set_input_delay [expr $clk_period * $clk_io_pct] -clock clk0 $non_clock_inputs
set_output_delay [expr $clk_period * $clk_io_pct] -clock clk0 [all_outputs]
==> results.yml <==
# synthesis and place-and-route metrics
setup_path:
  critPathLaunch: "ReadReg1[0]"
  cp-end-kind: "primary output"
  crit_end: "ReadData1[17]"
  required_ps: 14320
  worst-path-max-fanout: 68
  worstPathArrival_ps: 8380
  path_class: "input port to primary output"
  worstSetupStartpointType: "input port"
yosys:
  yosysCellCount: 3766
  ys_seq_share: 0.548
  synth-main-ff-cell: "edfxtp_1"
  yosysWarnings: 1
  post_synth_num_cell_types: 49
  ys.flops: 1024
  yosysChipArea_um2: 56100
  top_cell: "edfxtp_1"
  synth.area.top_cells: "edfxtp_1 55%, mux4_2 16%, and2_1 11%"
  synthArstFlopShare: 0
  netlist_top_cells_count: "1024 x edfxtp_1, 963 x and2_1, 406 x mux4_2"
  netlist_instances: 3766
  synth.top_cell.area_share: 0.548
  syn_area_um2: 56100
  edf_count: 1024
  avgSynthCellArea_um2: 14.9
  yosysTopAreaCell: "edfxtp_1"
timing:
  slew_headroom: 0.368
  min_period_ps: 11960
  worst_pin_slew_ps: 942
  timing.final.ws_setup_ps: 5940
  setup_viol: 0
  rsz0062_at_grt: "false"
  period_used_share: 0.668
  fmax_mhz: 83.6
  slew_violations: 0
  hold_viol: 0
  setup_tns_ps: 0
grt:
  antenna_found_initial: 10
  grt_usage: 0.292
  grt_pass1_vias: 36838
  grt.overflow.total: 0
  grt_first_pass_wirelength_um: 268000
  grt_max_degree: 94
clocking:
  cts_sinks: 1024
  cts.repair.resized: 0
  clkTransAtPathRegs_ps: 60
  cts_tree: "built"
  cts_buffers: 109
  cts_root_buf: "clkbuf_16"
  h-tree-depth: 3
  hold_buffers: 0
  postCtsSetupBuffers: 0
  clock_path_buffers: 3
floorplanning:
  die_h_um: 376
  coreArea_um2: 139000
  die_x_um: 376
  ios: 114
  initCoreUtil: 0.402
  design.die.area_um2: 142000
  num_rows: 137
route:
  drt-total-wl_um: 188000
  avgViaCountPerCell: 6.00
  drt_iter0_markers: 2273
  wl_per_cell_um: 32.9
  via_count: 34326
  firstDrtPassIters: 5
  drc: 0
  ant_nets: 0
layout:
  area_growth_pct: 11.3
  largest_reg_flops: 1024
  layout-drive-gt1-share: 0.233
  regMostFlops: "Reg_File"
  reg_top3: "Reg_File: 1024 flops"
placement:
  post-place-ws_ps: 6020
  io_buffers: 113
  gp_congestion: 0.913
  hpwl_um: 107000
pwr:
  p_per_area_nw_per_um2: 93.4
  leakage_nw: 21.4
  max-vdd-ir-drop_mv: 0.0902
  power_w: 0.00583
run:
  tool_warnings: 26
  drv_cap: 0
min_path:
  holdPathStages: 2
  hold_path_class: "input port to register"
status:
  outcome: "completed"
## metrics by stage
stage	hold WS [ps]	area, um2	cells	utilization
6_report	3520	62400	5722	0.448
5_1_grt	3500	62400	5720	0.448
4_1_cts	3470	62400	5719	0.448
3_5_place_dp	4220	59000	5516	0.423
3_3_place_gp	4220	59000	5516	0.423
2_1_floorplan	3780	56200	3797	-
## area by class of cell
type | instances | area (um2)
Antenna cell | 3 | 7.51
Clock buffer | 136 | 2830
Clock inverter | 67 | 622
Fill cell | 11970 | 76900
Inverter | 35 | 131
Multi-Input combinational cell | 2323 | 23400
Sequential cell | 1024 | 30700
Tap cell | 1876 | 2350
Timing Repair Buffer | 258 | 2310
## power by group
part | total [W] | internal (W) | leakage [nW] | switching, W
combinational | 0.000767 | 0.000325 | 9.98 | 0.000442
sequential | 0.00283 | 0.00277 | 9.75 | 0.0000633
clock | 0.00223 | 0.00125 | 1.67 | 0.000978
total | 0.00583 | 0.00435 | 21.4 | 0.00148
## cells by family (layout without fill, tap and decap cells)
group | Yosys count | in the layout | share of synthesized area
buf+inv | 450 | 496 | 0.0388
mux | 733 | 733 | 0.235
flops | 1024 | 1024 | 0.548
other cells | 1 | 35 | 0.0000669
compound gates | 324 | 324 | 0.0465
xor+xnor | 8 | 8 | 0.00125
simple gates | 1226 | 1226 | 0.130
## metal layers
layer  up-vias  routed length (um)  global-route usage
met2      2581               82500               0.402
li1      14428                   -                   -
met1     16874               61900               0.349
met3       415               35800               0.238
met5         -                 671              0.0343
met4        28                7220              0.0875
## placed cells by master (no fill, tap or decap), drive strengths merged, types with 3 or more instances in the layout
cell,n
or2,33
xor2,4
a22oi,33
bufinv,9
clkinvlp,7
clkbuf,136
nand2,9
a21oi,33
nor2,132
and2,963
conb,32
clkinv,47
o211ai,63
or4,3
buf,154
edfxtp,1024
xnor2,4
diode,3
mux2i,222
o21ai,33
nor2b,35
a221oi,30
inv,39
nand3,6
nor3,32
nand3b,5
o221a,31
clkdlybuf4s50,104
o32ai,30
mux2,63
a211oi,62
mux4,448
## critical path, cell delays in order
cell             delay, ps
buf_8                  390
buf_4                  610
buf_4                  660
buf_12                 520
mux4_2                 570
nor2b_1                140
a211oi_1               670
a21oi_1                180
o221a_1                390
clkdlybuf4s50_1        450
## worst min path at each step
| stage | start | endpoint |
|---|---|---|
| after CTS | reset | Reg_File[0][25] |
| after global routing | reset | Reg_File[0][25] |
| final | reset | Reg_File[0][26] |
Power and IR drop assume default switching activity.
